## /design/flow/run.sh

```bash
#!/bin/bash
# OpenROAD 26Q1-2900-gdf79404cd8, Yosys 0.63+post, stock flow scripts
make -C /OpenROAD-flow-scripts/flow DESIGN_CONFIG=/design/flow/config.mk WORK_HOME=/design/flow/orfs finish
```

## /design/flow/config.mk

```make
export PLATFORM = sky130hd
export DESIGN_NAME = State_Machine_Project_Top
export DESIGN_NICKNAME = State_Machine_Project_Top
export VERILOG_FILES = /design/flow/design.v
export SDC_FILE = /design/flow/constraint.sdc
export NUM_CORES = 4
export LEC_CHECK = 1
export CORE_UTILIZATION = 40
```

## /design/flow/constraint.sdc

```tcl
current_design State_Machine_Project_Top

set clk_period 4.2
set clk_io_pct 0.2

create_clock -name clk0 -period $clk_period [get_ports {i_Clk}]

set non_clock_inputs [all_inputs -no_clocks]
set_input_delay [expr $clk_period * $clk_io_pct] -clock clk0 $non_clock_inputs
set_output_delay [expr $clk_period * $clk_io_pct] -clock clk0 [all_outputs]
```

## /design/flow/design.v

```verilog
module Debounce_Filter #(parameter DEBOUNCE_LIMIT = 20) (
  input  i_Clk,
  input  i_Bouncy,
  output o_Debounced);
  reg [$clog2(DEBOUNCE_LIMIT)-1:0] r_Count = 0;
  reg r_State = 1'b0;
  always @(posedge i_Clk)
  begin
    if (i_Bouncy !== r_State && r_Count < DEBOUNCE_LIMIT-1)
    begin
      r_Count <= r_Count + 1;
    end
    else if (r_Count == DEBOUNCE_LIMIT-1)
    begin
      r_State <= i_Bouncy;
      r_Count <= 0;
    end 
    else
    begin
      r_Count <= 0;
    end
  end
  assign o_Debounced = r_State;
endmodule
module Count_And_Toggle #(COUNT_LIMIT = 10)
 (input i_Clk,
  input i_Enable,
  output reg o_Toggle);
  reg [$clog2(COUNT_LIMIT-1):0] r_Counter;
  always @(posedge i_Clk) 
  begin
    if (i_Enable == 1'b1)
    begin
      if (r_Counter == COUNT_LIMIT - 1)
      begin
        o_Toggle  <= !o_Toggle;
        r_Counter <= 0;
      end
      else
        r_Counter <= r_Counter + 1;
    end
    else
    begin
      o_Toggle  <= 1'b0;
      r_Counter <= 0;
    end
  end
endmodule
module LFSR_22 (
  input         i_Clk,
  output [21:0] o_LFSR_Data,
  output        o_LFSR_Done);
reg [21:0] r_LFSR = 0;
wire       w_XNOR;
always @(posedge i_Clk)
begin
  r_LFSR <= {r_LFSR[20:0], w_XNOR};
end
assign w_XNOR = r_LFSR[21] ^~ r_LFSR[20];
assign o_LFSR_Done = (r_LFSR == 22'd0);
assign o_LFSR_Data = r_LFSR;
endmodule
module Binary_To_7Segment 
 (input       i_Clk,
  input [3:0] i_Binary_Num,
  output      o_Segment_A,
  output      o_Segment_B,
  output      o_Segment_C,
  output      o_Segment_D,
  output      o_Segment_E,
  output      o_Segment_F,
  output      o_Segment_G);
  reg [6:0]    r_Hex_Encoding;
  always @(posedge i_Clk)
    begin
      case (i_Binary_Num)
        4'b0000 : r_Hex_Encoding <= 7'h7E;
        4'b0001 : r_Hex_Encoding <= 7'h30;
        4'b0010 : r_Hex_Encoding <= 7'h6D;
        4'b0011 : r_Hex_Encoding <= 7'h79;
        4'b0100 : r_Hex_Encoding <= 7'h33;          
        4'b0101 : r_Hex_Encoding <= 7'h5B;
        4'b0110 : r_Hex_Encoding <= 7'h5F;
        4'b0111 : r_Hex_Encoding <= 7'h70;
        4'b1000 : r_Hex_Encoding <= 7'h7F;
        4'b1001 : r_Hex_Encoding <= 7'h7B;
        4'b1010 : r_Hex_Encoding <= 7'h77;
        4'b1011 : r_Hex_Encoding <= 7'h1F;
        4'b1100 : r_Hex_Encoding <= 7'h4E;
        4'b1101 : r_Hex_Encoding <= 7'h3D;
        4'b1110 : r_Hex_Encoding <= 7'h4F;
        4'b1111 : r_Hex_Encoding <= 7'h47;
      endcase
    end
  assign o_Segment_A = r_Hex_Encoding[6];
  assign o_Segment_B = r_Hex_Encoding[5];
  assign o_Segment_C = r_Hex_Encoding[4];
  assign o_Segment_D = r_Hex_Encoding[3];
  assign o_Segment_E = r_Hex_Encoding[2];
  assign o_Segment_F = r_Hex_Encoding[1];
  assign o_Segment_G = r_Hex_Encoding[0];
endmodule
module State_Machine_Game # (parameter CLKS_PER_SEC = 25000000,
                             parameter GAME_LIMIT = 6)
 (input i_Clk,
  input i_Switch_1,
  input i_Switch_2,
  input i_Switch_3,
  input i_Switch_4,
  output reg [3:0] o_Score,
  output o_LED_1,
  output o_LED_2,
  output o_LED_3,
  output o_LED_4
  );
  localparam START        = 3'd0;
  localparam PATTERN_OFF  = 3'd1;
  localparam PATTERN_SHOW = 3'd2; 
  localparam WAIT_PLAYER  = 3'd3;
  localparam INCR_SCORE   = 3'd4;
  localparam LOSER        = 3'd5;
  localparam WINNER       = 3'd6;
  reg [2:0] r_SM_Main;
  reg r_Toggle, r_Switch_1, r_Switch_2, r_Switch_3; 
  reg r_Switch_4, r_Button_DV;
  reg [1:0] r_Pattern[0:10];  
  wire [21:0] w_LFSR_Data;
  reg [$clog2(GAME_LIMIT)-1:0] r_Index;  
  reg [1:0] r_Button_ID;
  wire w_Count_En, w_Toggle;
  always @(posedge i_Clk)
  begin
    if (i_Switch_1 & i_Switch_2)
      r_SM_Main <= START;
    else
    begin
      case (r_SM_Main)
        START:
        begin
          if (!i_Switch_1 & !i_Switch_2 & r_Button_DV) 
          begin
            o_Score   <= 0;
            r_Index   <= 0;
            r_SM_Main <= PATTERN_OFF;
          end
        end
        PATTERN_OFF:
        begin
          if (!w_Toggle & r_Toggle)  
            r_SM_Main <= PATTERN_SHOW;
        end
        PATTERN_SHOW:
        begin
          if (!w_Toggle & r_Toggle)  
            if (o_Score == r_Index)
            begin
              r_Index   <= 0;
              r_SM_Main <= WAIT_PLAYER;
            end
            else 
            begin
              r_Index   <= r_Index + 1;
              r_SM_Main <= PATTERN_OFF;  
            end
        end
        WAIT_PLAYER:
        begin
          if (r_Button_DV)
            if (r_Pattern[r_Index] == r_Button_ID && r_Index == o_Score)
            begin
              r_Index   <= 0;
              r_SM_Main <= INCR_SCORE;
            end
            else if (r_Pattern[r_Index] != r_Button_ID)
              r_SM_Main <= LOSER;
            else
              r_Index <= r_Index + 1;
        end
        INCR_SCORE: 
        begin
          o_Score <= o_Score + 1;
          if (o_Score == GAME_LIMIT-1)
            r_SM_Main <= WINNER;
          else
            r_SM_Main <= PATTERN_OFF;
        end
        WINNER: 
        begin
          o_Score <= 4'hA;  
        end
        LOSER:
        begin
          o_Score <= 4'hF;  
        end
        default:
          r_SM_Main <= START;
      endcase 
    end
  end
  always @(posedge i_Clk)
  begin
    if (r_SM_Main == START)
    begin
      r_Pattern[0]  <= w_LFSR_Data[1:0];
      r_Pattern[1]  <= w_LFSR_Data[3:2];
      r_Pattern[2]  <= w_LFSR_Data[5:4];
      r_Pattern[3]  <= w_LFSR_Data[7:6];
      r_Pattern[4]  <= w_LFSR_Data[9:8];
      r_Pattern[5]  <= w_LFSR_Data[11:10];
      r_Pattern[6]  <= w_LFSR_Data[13:12];
      r_Pattern[7]  <= w_LFSR_Data[15:14];
      r_Pattern[8]  <= w_LFSR_Data[17:16];
      r_Pattern[9]  <= w_LFSR_Data[19:18];
      r_Pattern[10] <= w_LFSR_Data[21:20];
    end
  end
  assign o_LED_1 = (r_SM_Main == PATTERN_SHOW && 
                    r_Pattern[r_Index] == 2'b00) ? 1'b1 : i_Switch_1;
  assign o_LED_2 = (r_SM_Main == PATTERN_SHOW && 
                    r_Pattern[r_Index] == 2'b01) ? 1'b1 : i_Switch_2;
  assign o_LED_3 = (r_SM_Main == PATTERN_SHOW && 
                    r_Pattern[r_Index] == 2'b10) ? 1'b1 : i_Switch_3;
  assign o_LED_4 = (r_SM_Main == PATTERN_SHOW && 
                    r_Pattern[r_Index] == 2'b11) ? 1'b1 : i_Switch_4;
  always @(posedge i_Clk)
  begin
    r_Toggle   <= w_Toggle;
    r_Switch_1 <= i_Switch_1;
    r_Switch_2 <= i_Switch_2;
    r_Switch_3 <= i_Switch_3;
    r_Switch_4 <= i_Switch_4;
    if (r_Switch_1 & !i_Switch_1)
    begin
      r_Button_DV <= 1'b1;
      r_Button_ID <= 0;
    end
    else if (r_Switch_2 & !i_Switch_2)
    begin
      r_Button_DV <= 1'b1;
      r_Button_ID <= 1;
    end
    else if (r_Switch_3 & !i_Switch_3)
    begin
      r_Button_DV <= 1'b1;
      r_Button_ID <= 2;
    end
    else if (r_Switch_4 & !i_Switch_4)
    begin
      r_Button_DV <= 1'b1;
      r_Button_ID <= 3;
    end
    else
    begin
      r_Button_DV <= 1'b0;
      r_Button_ID <= 0;
    end
  end
  assign w_Count_En = (r_SM_Main == PATTERN_SHOW || 
                       r_SM_Main == PATTERN_OFF);
  Count_And_Toggle #(.COUNT_LIMIT(CLKS_PER_SEC/4)) Count_Inst
   (.i_Clk(i_Clk),
    .i_Enable(w_Count_En),
    .o_Toggle(w_Toggle));
  LFSR_22 LFSR_Inst
   (.i_Clk(i_Clk),
    .o_LFSR_Data(w_LFSR_Data),
    .o_LFSR_Done());  
endmodule
module State_Machine_Project_Top 
 (input i_Clk,
  input i_Switch_1,
  input i_Switch_2,
  input i_Switch_3,
  input i_Switch_4,
  output o_LED_1,
  output o_LED_2,
  output o_LED_3,
  output o_LED_4,
  output o_Segment2_A,
  output o_Segment2_B,
  output o_Segment2_C,
  output o_Segment2_D,
  output o_Segment2_E,
  output o_Segment2_F,
  output o_Segment2_G);
  localparam GAME_LIMIT     = 7;         
  localparam CLKS_PER_SEC   = 25000000;  
  localparam DEBOUNCE_LIMIT = 250000;    
  wire w_Switch_1, w_Switch_2, w_Switch_3, w_Switch_4;
  wire w_Segment2_A, w_Segment2_B, w_Segment2_C, w_Segment2_D;
  wire w_Segment2_E, w_Segment2_F, w_Segment2_G;
  wire [3:0] w_Score;
  Debounce_Filter #(.DEBOUNCE_LIMIT(DEBOUNCE_LIMIT)) Debounce_SW1
   (.i_Clk(i_Clk), 
    .i_Bouncy(i_Switch_1),
    .o_Debounced(w_Switch_1));
  Debounce_Filter #(.DEBOUNCE_LIMIT(DEBOUNCE_LIMIT)) Debounce_SW2
   (.i_Clk(i_Clk), 
    .i_Bouncy(i_Switch_2),
    .o_Debounced(w_Switch_2));
  Debounce_Filter #(.DEBOUNCE_LIMIT(DEBOUNCE_LIMIT)) Debounce_SW3
   (.i_Clk(i_Clk), 
    .i_Bouncy(i_Switch_3),
    .o_Debounced(w_Switch_3));
  Debounce_Filter #(.DEBOUNCE_LIMIT(DEBOUNCE_LIMIT)) Debounce_SW4
   (.i_Clk(i_Clk), 
    .i_Bouncy(i_Switch_4),
    .o_Debounced(w_Switch_4));
  State_Machine_Game #(.CLKS_PER_SEC(CLKS_PER_SEC),
                       .GAME_LIMIT(GAME_LIMIT)) Game_Inst
   (.i_Clk(i_Clk),
    .i_Switch_1(w_Switch_1),
    .i_Switch_2(w_Switch_2),
    .i_Switch_3(w_Switch_3),
    .i_Switch_4(w_Switch_4),
    .o_Score(w_Score),
    .o_LED_1(o_LED_1),
    .o_LED_2(o_LED_2),
    .o_LED_3(o_LED_3),
    .o_LED_4(o_LED_4));
  Binary_To_7Segment Scoreboard
   (.i_Clk(i_Clk),
    .i_Binary_Num(w_Score),
    .o_Segment_A(w_Segment2_A),
    .o_Segment_B(w_Segment2_B),
    .o_Segment_C(w_Segment2_C),
    .o_Segment_D(w_Segment2_D),
    .o_Segment_E(w_Segment2_E),
    .o_Segment_F(w_Segment2_F),
    .o_Segment_G(w_Segment2_G));
  assign o_Segment2_A = !w_Segment2_A;
  assign o_Segment2_B = !w_Segment2_B;
  assign o_Segment2_C = !w_Segment2_C;
  assign o_Segment2_D = !w_Segment2_D;
  assign o_Segment2_E = !w_Segment2_E;
  assign o_Segment2_F = !w_Segment2_F;
  assign o_Segment2_G = !w_Segment2_G;
endmodule
```

==> run notes <==
Implementation run completed; key figures follow.

Power and ir drop:
- The run puts the leakage power summed over all cells at 0.00291 uW.
- The run puts the power per unit of standard cell area at 403 nW/um^2.
- The run puts the maximum ir drop on the vdd rail at 0.279 mV.

Clocking:
- The run puts the post-cts hold buffer count at 0.
- The run puts the clock transition at the registers of the reported paths at 0.06 ns.
- The run gives the buffers inserted during post-CTS setup optimization as 0.
- The run gives the number of clock buffers inserted by TritonCTS as 17.
- CTS placed an instance of sky130_fd_sc_hd__clkbuf_16 at the clock tree root.
- TritonCTS built the clock tree.
- The run puts the clock insertion delay at the later pin of the skew report at 0.42 ns.
- The run puts the number of instances resized during post-cts repair at 0.
- The run gives the maximum number of buffers from clock root to sink as 2.
- The run puts the deepest level of the CTS H-tree at 4.
- The tree built by TritonCTS fans out to 168 sinks.

Logic synthesis:
- The run gives the most instantiated flip-flop cell in the synthesis netlist as sky130_fd_sc_hd__dfxtp_1.
- The run gives the share of the synthesized area in the top cell type as 0.412.
- The run gives the biggest area consumer among synthesized cells as sky130_fd_sc_hd__dfxtp_1.
- The mapped netlist covers 6850 sq um.
- Synthesis produced a netlist whose cell count is 707.
- Yosys reported a register bit count of 168.
- The gate-level netlist out of Yosys references 47 unique cell types.
- Of the synthesized area, sequential elements account for 0.530.
- Counting flops with a built-in enable in the synthesized netlist gives 27.
- The run gives the yosys stat cell total as 707.
- The chip area line in the Yosys stat output reads 6850 sq um.
- After synthesis, the cell types taking the most area are sky130_fd_sc_hd__dfxtp_1 41%, sky130_fd_sc_hd__edfxtp_1 12%, sky130_fd_sc_hd__nor2_1 7.2%, sky130_fd_sc_hd__xor2_1 6.1%, sky130_fd_sc_hd__xnor2_1 5.6%.
- Yosys reported that registers with async set or reset make up 0.
- Yosys printed 6 warnings.
- The run gives the mean post-synth cell area as 9.69 sq um.

Floorplanning:
- The run gives the number of top-level pins as 16.
- After floorplanning, the core was sized to cover 16600 sq um.
- The run gives the number of rows in the core area as 47.
- From bottom edge to top edge, the die measures 133 um.
- The overall die size recorded for this design is 17700 sq um.
- The run puts the horizontal die size at 133 um.
- The initial utilization of the core area, before any placement, comes to 0.412.

Global route:
- The initial antenna violation count came to 0.
- The run puts the number of global-route vias before repair at 4340.
- The run gives the pin count of the biggest net entering global routing as 25.
- The run puts the wire length of the first global-routing pass at 20100 um.
- The global routing report lists combined usage of all routing layers as 0.141.
- The run puts the total global routing overflow at 0.

Worst setup path:
- The run puts the data arrival time of the critical path at 2.89 ns.
- In this run the critical path is formed by ha_1 -> ha_1 -> nor4_2 -> and2_4 -> o31ai_4 -> inv_1 -> nand2_1 -> o21bai_1 -> clkdlybuf4s50_1.
- The run gives the startpoint kind of the worst setup timing path as a flip-flop.
- The critical path starts at Game_Inst.r_Index[0]$_DFFE_PP_.
- The run puts the number of buffers and inverters on the critical path at 2.
- The critical path is of the reg -> out type.
- The worst setup path is captured at a primary output.
- The run gives the maximum fanout encountered on the critical timing path as 5.
- The largest individual stage delay along the critical path comes from the cell sky130_fd_sc_hd__edfxtp_1.
- The run gives the largest incremental delay on the critical path as 0.47 ns.
- The run puts the required time reported for the critical path endpoint at 3.36 ns.
- Per STA, the library cell used most along the worst path is sky130_fd_sc_hd__ha_1.
- The run gives the start of the worst register-to-register path as Game_Inst.r_Index[0]$_DFFE_PP_.
- The run gives the dominant delay contributor by cell family on the critical path as simple AND/OR/NAND/NOR gates.

Drt:
- The repair_antennas step left the layout with diodes totalling 0.
- The run gives the number of antenna-violating nets in the routed design as 0.
- The routed layout has 4663 vias.
- The run gives the wire length per cell after detailed routing as 11.7 um.
- For this run, the detailed router's first-pass iteration total came to 4.
- After detailed routing, the total wire length is 11300 um.
- The run puts the first-iteration detailed-routing DRC count at 225.
- The run gives the remaining routing DRC violations as 0.
- The routed design shows a via density per instance of 4.85.

STA:
- The run puts the maximum achievable frequency at 268 MHz.
- The run puts the slew of the pin with the lowest slew margin at 0.814 ns.
- The run puts the final total negative setup slack at 0 ns.
- The run puts the count of final setup violators at 0.
- The run gives the minimum clock period after layout as 3.73 ns.
- Checking max transition, the worst relative margin is 0.457.
- The run puts the share of the clock period used by the worst path at 0.889.
- The run gives the worst-case clock skew as 0.00672 ns.
- Max-slew check failures listed in the final report amount to 0.
- Setup repair after global routing left no endpoint under its margin.
- The run gives the worst slack on hold paths as 0.326 ns.
- In the final report, the number of hold violations comes to 0.

Final layout:
- In the layout the commonest cells are 141 x sky130_fd_sc_hd__dfxtp_1, 131 x sky130_fd_sc_hd__nor2_1, 49 x sky130_fd_sc_hd__nand2_1.
- Among logic cells in the layout, the one with the most instances is sky130_fd_sc_hd__dfxtp_1.
- The run gives the count of fill cells added during filler insertion as 1442.
- The run gives the total area of sequential cells as 3630 sq um.
- The run puts the combined area of the multi-input logic cells at 3040 sq um.
- The run puts the area growth from synthesis to layout at 13.9%.
- The run gives the fraction of final layout cells sized beyond drive strength 1 as 0.0647.
- The run puts the final non-filler cell total at 962.

Place:
- The run gives the detailed placement HPWL as 7640 um.
- Per the placement report, the placed cell count is 930.
- The congestion estimate from routability-driven global placement came to 0.818.
- The run gives the count of port buffers added during placement as 15.

Hold path:
- The run gives the launch point of the worst hold path as Game_Inst.LFSR_Inst.r_LFSR[18]$_DFF_P_.
- The run gives the path class of the lowest-slack min-delay path as reg -> reg.

Status:
- The run finished with clean final reports.

Flow run:
- The run puts the max-capacitance violation count at 0.
- The run puts the stage-log warning count at 36.
path summary, 6_finish.rpt:
check        depth (start not counted)  slack, ns                                endpoint
max                                  9       0.47                                 o_LED_4
max reg2reg                          8       1.31          Game_Inst.r_Index[2]$_DFFE_PP_
min                                  0       0.33  Game_Inst.LFSR_Inst.r_LFSR[19]$_DFF_P_
min reg2reg                          0       0.33  Game_Inst.LFSR_Inst.r_LFSR[19]$_DFF_P_
worst register-to-register path, cell delays in order, from the launching register on:
cell	delay, ns
sky130_fd_sc_hd__edfxtp_1	0.47
sky130_fd_sc_hd__ha_1	0.27
sky130_fd_sc_hd__ha_1	0.25
sky130_fd_sc_hd__nor4_2	0.38
sky130_fd_sc_hd__and2_4	0.24
sky130_fd_sc_hd__o31ai_4	0.12
sky130_fd_sc_hd__xor2_2	0.22
sky130_fd_sc_hd__a31oi_1	0.13
sky130_fd_sc_hd__a2111oi_2	0.46
per-stage QoR:
| stage | util | power [uW] | worst slack, ns | cell area [sq um] |
|---|---|---|---|---|
| 6_report | 0.469 | 3150 | 0.466 | 7800 |
| 5_1_grt | 0.469 | 3270 | 0.292 | 7800 |
| 4_1_cts | 0.469 | 3190 | 0.446 | 7800 |
| 3_5_place_dp | 0.435 | 1720 | 0.899 | 7240 |
| 3_3_place_gp | 0.435 | 1720 | 0.989 | 7240 |
| 2_1_floorplan | - | 1710 | 1.56 | 6850 |
report_power, final:
part	switching, uW	internal (uW)	total [uW]
clock	624	835	1460
combinational	21.5	16.0	37.6
sequential	9.01	1640	1650
sequential cells by signal, indices dropped and copies added, names as in the netlist, 2 cells and up:
signal / cells
Game_Inst.LFSR_Inst.r_LFSR: 22
Debounce_SW3.r_Count: 18
Game_Inst.r_Index: 3
Game_Inst.r_Button_ID: 2
Debounce_SW4.r_Count: 18
Game_Inst.r_Pattern: 16
Scoreboard.r_Hex_Encoding: 7
Game_Inst.r_SM_Main: 7
Debounce_SW2.r_Count: 18
Game_Inst.o_Score: 4
Game_Inst.Count_Inst.r_Counter: 24
Debounce_SW1.r_Count: 18
synth_stat cells (all sizes together), types with 2 or more instances:
master and instances:
a2111oi 3, a211oi 3, a21o 2, a21oi 21, a221oi 2, a22oi 5, a31oi 6, a41oi 3
and2 4, and3 21, and4 7, buf 6, clkbuf 10, dfxtp 141, edfxtp 27, ha 19
inv 29, mux2i 2, nand2 49, nand3 40, nand3b 2, nand4 18, nand4b 3, nor2 131
nor2b 6, nor3 14, nor4 10, nor4b 2, o21ai 14, o31ai 2, o41ai 3, or2 2
xnor2 44, xor2 50
layout make-up:
cell class,instances,share of cell area
flip-flops and latches,168,0.466
multi-input cells,494,0.390
clock buffers,19,0.0567
well taps,220,0.0353
repair buffers,19,0.0231
clock inverters,13,0.0154
inverters,29,0.0139
cells by family after synthesis:
logic type      Yosys count  share of synthesized area
compound gates           68                     0.0685
xor+xnor                 94                      0.122
fa+ha+maj                19                     0.0347
buf+inv                  45                     0.0256
flops                   168                      0.530
mux                       2                    0.00292
simple gates            311                      0.216
layer usage:
layer | track usage | wire length [um]
met1 | 0.228 | 5810
met2 | 0.208 | 4890
met3 | 0.0313 | 426
met4 | 0.0147 | 127
met5 | 0 | 0
Power figures rest on the tool's default switching activity, not on a simulated workload.
